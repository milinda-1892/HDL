==> ./design.v <==
module piso_register #(
    parameter WIDTH = 8
) (
    input wire clk,               
    input wire reset,              
    input wire load,               
    input wire [WIDTH-1:0] din,    
    output wire dout               
);
    reg [WIDTH-1:0] shift_reg;     
    reg dout_reg;                  
    always @(posedge clk or posedge reset) begin
        if (reset) begin
            shift_reg <= {WIDTH{1'b0}};   
            dout_reg <= 1'b0;
        end
        else if (load) begin
            shift_reg <= din;             
            dout_reg <= din[WIDTH-1];     
        end
        else begin
            shift_reg <= {shift_reg[WIDTH-2:0], 1'b0};   
            dout_reg <= shift_reg[WIDTH-1];              
        end
    end
    assign dout = dout_reg;
endmodule
==> ./run.sh <==
#!/bin/bash
# OpenROAD 26Q1-2900-gdf79404cd8, Yosys 0.63+post, stock flow scripts
make -C /OpenROAD-flow-scripts/flow DESIGN_CONFIG=/design/flow/config.mk WORK_HOME=/design/flow/orfs finish
==> ./config.mk <==
export PLATFORM = sky130hd
export DESIGN_NAME = piso_register
export DESIGN_NICKNAME = piso_register
export VERILOG_FILES = /design/flow/design.v
export SDC_FILE = /design/flow/constraint.sdc
export NUM_CORES = 4
export LEC_CHECK = 1
export CORE_AREA = 10 10 70 70
export DIE_AREA = 0 0 80 80
==> ./constraint.sdc <==
current_design piso_register

set clk_period 1.5
set clk_io_pct 0.2

create_clock -name clk0 -period $clk_period [get_ports {clk}]

set non_clock_inputs [all_inputs -no_clocks]
set_input_delay [expr $clk_period * $clk_io_pct] -clock clk0 $non_clock_inputs
set_output_delay [expr $clk_period * $clk_io_pct] -clock clk0 [all_outputs]
==> results.cfg <==
; physical design summary
[outcome]
status = finished clean

[synth]
top_area_frac = 0.6122
synth_seq_share = 0.6122
ys_cells = 20
ys_area_sq_um = 367.9
synth_cells = 20
top_cells_by_area = dfrtp_1 61%, mux2_4 33%, buf_6 3.1%, and2_2 2.0%, inv_1 1.0%
top_area_cell = dfrtp_1
synth_area_sq_um = 367.9
synth.distinct_cells = 5
synth_flop_count = 9
yosys_warnings = 1
post_synth.cell_area_avg_sq_um = 18.39

[worst_setup_path]
path_class = flip-flop to primary output
max_stage_delay_ns = 0.46
end_kind = primary output
cp-start-kind = flip-flop
crit_family = buffers and inverters
worst-path-stages = 1
reg2reg_depth = 1
cp_max_fo = 1
worst_ep_required_time_ns = 1.20
cp_num_buf_inv = 1
critPathArrivalTime_ns = 1.04
cp_slowest_cell = clkdlybuf4s50_1
path_cells = clkdlybuf4s50_1

[place]
dpl-instance-area_sq_um = 544.3
gp_congestion = 0.6421
dp_slack_ns = 0.1166
dpl.hpwl_microns = 535.6
io_buffers = 11

[floorplan]
chip_area_sq_um = 6400
io_pins = 12
die_y_microns = 80
die_x_microns = 80
row_count = 21
coreArea_sq_um = 3416
fp_util = 0.1077

[routing]
ant_nets = 0
drt_iter0_markers = 4
viasPerCell = 2.556
vias = 207
drc = 0
antenna_cells_inserted = 0
totalWireLength_microns = 674
drt-pass1-iter-count = 2
wl_per_cell_microns = 8.321

[cts]
cts.sinks = 9
cts_buffers = 3
root_buffer = clkbuf_4
clkSlewWorstSetupHoldPaths_ns = 0.06
cts_resized = 0
cts_tree = yes
clock_path_buffers = 2
insertion_delay_ns = 0.25
postCtsSetupBuffers = 0
ctsHoldBuffers = 0
h-tree-depth = 1

[final_layout]
synthToLayoutAreaGrowth_pct = 55.10
comb_area_sq_um = 127.6
final-seq-area_sq_um = 225.2
design_area_sq_um = 570.5
largest_reg_flops = 8
drive_above_1_share = 0.3714
final_util = 0.1670
nFillCells = 386

[final_timing]
skew_ns = 0.0007771
min_period_ns = 1.336
finalClockPeriodUsage = 0.8905
worst_slew_pin_slew_ns = 0.3483
drv_slew = 0
worst_slack_ns = 0.1643
timing.final.hold_violations = 0
setup_viol = 0
tns_ns = 0
rsz0062_at_grt = false
relSlewSlack = 0.7676
clock.fmax_ghz = 0.7487

[power_and_ir_drop]
power_w = 0.0005333
ir_drop_v = 0.0004991
powerDensity_nw_per_um2 = 934.8
static-leakage-power_nw = 0.2492

[global_routing]
grt_pass1_vias = 226
gr-total-overflow = 0
grt_pass1_wl_mm = 1.117
grt_max_degree = 10
track_usage = 0.02216
antenna_found_initial = 0

[hold_path]
min_path_type = input pin to async pin

[flow_run]
maxCapViolations = 0
warning_count = 25
==> layer usage <==
layer  vias to the layer above  track usage  wire [microns]  part of all wire
li1                         97            -               -                 -
met1                        95      0.03191             379              0.56
met2                        13      0.02408             219              0.32
met3                         2      0.01818              68              0.10
met4                         0     0.003521               7             0.010
met5                         -            0               0                 0
==> synth_stat cells <==
| master | n |
|---|---|
| buf_6 | 1 |
| dfrtp_1 | 9 |
| and2_2 | 1 |
| mux2_4 | 8 |
| inv_1 | 1 |
==> logic make-up (layout without fill, tap and decap cells) <==
family / count (synthesis) / in the layout / share of synthesized area
muxes: 8 / 8 / 0.3265
DFF: 9 / 9 / 0.6123
buffers and inverters: 2 / 17 / 0.04080
and+or+nand+nor: 1 / 1 / 0.02042
==> layout by cell type, fill, tap and decap left out <==
master           Yosys  final
mux2_4               8      8
dfrtp_1              9      9
clkbuf_1             0      1
and2_2               1      1
buf_12               0      1
clkdlybuf4s50_1      0     11
clkbuf_4             0      3
inv_1                1      1
==> layout make-up <==
cell class / instances / area share
clock buffers: 4 / 0.04605
inverters: 1 / 0.006579
multi-input cells: 9 / 0.2237
flip-flops and latches: 9 / 0.3947
well taps: 46 / 0.1009
repair buffers: 12 / 0.2281
==> power by group <==
group,total [W],internal (W),switching [W]
Combinational,0.0000843,0.0000634,0.0000209
Clock,0.000179,0.000102,0.0000768
Sequential,0.000270,0.000265,0.00000573
Total,0.000533,0.000430,0.000103
==> metrics by stage <==
| step | hold slack (ns) | std cells |
|---|---|---|
| after floorplan | 0.1279 | 20 |
| final | 0.3053 | 81 |
| after CTS | 0.3086 | 81 |
| after global placement | 0.4607 | 77 |
| after global routing | 0.3318 | 81 |
| after detailed placement | 0.4685 | 77 |
==> path summary, 6_finish.rpt <==
kind / endpoint / start / slack (ns)
worst max register to register: shift_reg[7] / shift_reg[6] / 0.76
min in group clk0: dout_reg / shift_reg[7] / 0.48
worst max-delay path: dout / dout_reg / 0.16
worst min register to register: dout_reg / shift_reg[7] / 0.48
worst min-delay path: shift_reg[0] / reset / 0.31
max in group asynchronous: shift_reg[6] / reset / 0.94
Power figures rest on the tool's default switching activity, not on a simulated workload.
