$ cat design/flow/design.v
module pipo_reg #(parameter WIDTH = 8) 
    (
        input wire clk,           
        input wire reset,         
        input wire load,          
        input wire [WIDTH-1:0] data_in,   
        output reg [WIDTH-1:0] data_out   
    );
always @(posedge clk or posedge reset) begin
    if (reset) begin
        data_out <= {WIDTH{1'b0}};
    end
    else if (load) begin
        data_out <= data_in;
    end
end
endmodule
$ cat design/flow/run.sh
#!/bin/bash
# OpenROAD 26Q1-2900-gdf79404cd8, Yosys 0.63+post, stock flow scripts
make -C /OpenROAD-flow-scripts/flow DESIGN_CONFIG=/design/flow/config.mk WORK_HOME=/design/flow/orfs finish
$ cat design/flow/config.mk
export PLATFORM = sky130hd
export DESIGN_NAME = pipo_reg
export DESIGN_NICKNAME = pipo_reg
export VERILOG_FILES = /design/flow/design.v
export SDC_FILE = /design/flow/constraint.sdc
export NUM_CORES = 4
export LEC_CHECK = 1
export CORE_AREA = 10 10 70 70
export DIE_AREA = 0 0 80 80
$ cat design/flow/constraint.sdc
current_design pipo_reg

set clk_period 1.5
set clk_io_pct 0.2

create_clock -name clk0 -period $clk_period [get_ports {clk}]

set non_clock_inputs [all_inputs -no_clocks]
set_input_delay [expr $clk_period * $clk_io_pct] -clock clk0 $non_clock_inputs
set_output_delay [expr $clk_period * $clk_io_pct] -clock clk0 [all_outputs]
==> qor.yml <==
setup_path:
  cp_slowest_cell: "clkdlybuf4s50_1"
  cpPeakStageDelay_ns: 0.49
  cp_num_buf_inv: 1
  critPathKind: "reg -> out"
  crit_family: "buffers and inverters"
  crit_path_end_kind: "primary output"
  crit_path_start_kind: "flip-flop"
  path_cells: "clkdlybuf4s50_1"
  cp.arrival_ns: 1.07
  critPathMaxFanout: 2
  worst_ep_required_time_ns: 1.20
sta:
  finalCritPeriodShare_pct: 91.6
  hold_violations: 0
  timing.setup.tns_ns: 0
  setup-violations-final: 0
  timing.fmax_ghz: 0.728
  fin_worst_skew_ns: 0
  slew_viol_final: 0
  fin_crit_ns: 1.37
  fin_ws_ns: 0.126
  worst_slew_pin_slew_ns: 0.291
  rsz0062_at_grt: "no"
  slew_headroom_pct: 80.6
clocking:
  cts_hold_buf: 0
  clk_latency_ns: 0.24
  h-tree-depth: 1
  cts.clk_slew.worst_paths_ns: 0.05
  cts_tree: "yes"
  clkSinkCount: 8
  numCtsBuffers: 3
  root_buffer: "clkbuf_4"
  cts_max_path_buffers: 2
  cts_resized: 0
  cts_setup_buffers: 0
detailed_routing:
  routed_wl_um: 853
  ant_nets: 0
  drt-pass1-iter-count: 2
  avgViaCountPerCell: 2.56
  n_antenna_cell: 0
  drc_errors: 0
  post_drt_wl_per_cell_um: 10.0
  drt-initial-drc-count: 8
  dr_total_vias: 218
synth:
  syn_area_per_cell_um2: 18.6
  synth_cell_types: 4
  adder_share_pct: 0
  syn_inst: 18
  ys.flops: 8
  ys_sh_mux_pct: 35.8
  topCombFamilyByArea: "multiplexers"
  ys_seq_share_pct: 59.7
  synthSimpleGateAreaFrac_pct: 0
  ys_area_um2: 335
  yosys_warnings: 1
  ys_sh_aoi_pct: 0
  synth_area_um2: 335
  yosys.area_share.xor_xnor_pct: 0
  yosys_cells: 18
global_route:
  antenna_found_initial: 0
  grt_pass1_vias: 239
  grt_pass1_wl_um: 1360
  overflow: 0
  grt_usage_pct: 2.70
  grt_max_degree: 9
floorplanning:
  die_height_um: 80
  core.rowCount: 21
  initial_core_util_pct: 9.82
  die_w_um: 80
  dieArea_um2: 6400
  io_pins: 19
  core_area_um2: 3420
min_path:
  hp-class: "in -> async"
run_status:
  status: "complete, no violations"
place:
  port-buffer-count: 18
  dp_slack_ns: 0.122
  gp_congestion: 0.708
cells_and_area:
  fillCellCount: 385
  regMostFlops: "data_out"
  syn_to_final_growth_pct: 80.2
  drive_above_1_share_pct: 30.8
  largest_reg_flops: 8
  reg.largest.list: "data_out: 8 flops"
  final_util_pct: 17.7
  seqCellArea_um2: 200
  comb_area_um2: 120
pwr:
  total_power_mw: 0.517
  power.leakage_nw: 0.258
  peakVddDrop_v: 0.000159
  p_per_area_nw_per_um2: 856
job:
  warnings: 25
  cap_violations: 0
## report_power, final
group	internal [mW]	switching [mW]	leakage (nW)
registers	0.238	0.0129	0.0935
clock network	0.0907	0.0601	0.0138
logic	0.0938	0.0219	0.151
total	0.423	0.0948	0.258
## logic make-up after synthesis
group | after synthesis
muxes | 8
buffers and inverters | 2
DFF | 8
## final timing paths
check,startpoint,end,slack (ns),cells after the start
setup / recovery,data_out[3],data_out[3],0.13,1
setup reg to reg,data_out[5],data_out[5],0.73,1
hold / removal,reset,data_out[4],0.30,2
hold reg to reg,data_out[0],data_out[0],0.51,1
max in group asynchronous,reset,data_out[3],0.97,2
min in group clk0,data_out[0],data_out[0],0.51,1
## synthesized netlist by cell type
library cell	n	area (µm²)
buf_6	1	11.3
mux2_4	8	120
dfrtp_1	8	200
inv_1	1	3.75
## routing by layer
metal	up-vias	global-route usage (%)	routed length, µm
met5	-	0	0
met4	0	1.58	41
met3	2	0.795	70
met2	9	4.25	419
met1	101	3.18	321
li1	106	-	-
## cells in the final DEF (no fill, tap or decap)
cell / instances
buf_12: 1
clkbuf_4: 3
clkdlybuf4s50_1: 18
mux2_4: 8
inv_1: 1
dfrtp_1: 8
## cell type report
cell class              instances  area share, %
inverters                       1          0.621
well taps                      46           9.52
clock buffers                   3           3.73
multi-input cells               8           19.9
flip-flops and latches          8           33.1
repair buffers                 19           33.1
## metrics by stage
step / hold WS [ns] / cell area, µm² / instances
final: 0.304 / 604 / 85
after global placement: 0.503 / 582 / 82
after CTS: 0.312 / 604 / 85
after floorplan: 0.116 / 335 / 18
after detailed placement: 0.505 / 582 / 82
after global routing: 0.359 / 604 / 85
No activity file was given, so power comes from the tool's default toggle rates.
